==> flow/design.v <==
module VGAreg(
	input[1:0] addr,
	input _vga_io,
	input _wr,
	input _char_bg,
	input _reset,
	input vsync,
	input hsync,
	output[7:0] dcol = 8'bzzzzzzzz,
	output[1:0] mode,
	output plane,
	output irq,
	inout[7:0] data
);
reg[7:0] bgcol_reg;
reg[7:0] dcol;
wire[7:0] data;
reg[1:0] mode;
reg plane;
reg en_irq;
wire irq;
wire[7:0] data_in;
reg[7:0] data_out;
reg[7:0] data_out_en;
assign data_in = data;
assign data = data_out_en;
assign irq = en_irq && vsync == 0 ? 1'b1 : 1'b0;
always @(*)
begin
	if (_reset == 0)
	begin
		data_out <= 8'd0;
		bgcol_reg <= 8'd0;
		mode <= 2'b00;
		en_irq <= 0;
		plane <= 0;
	end
	else if (_vga_io == 0)
	begin	
		if (_wr == 0)
		begin
			if (addr == 2'd0)
			begin
				mode <= data_in[1:0];
				plane <= data_in[2];
				en_irq <= data_in[3];
			end
			else if (addr == 2'd1)
				bgcol_reg <= data_in;
		end
		else
		begin
			if (addr == 2'd0)
			begin
				data_out[1:0] <= mode;
				data_out[2] <= plane;
				data_out[3] <= en_irq;
				data_out[4] <= vsync;
				data_out[5] <= hsync;
			end
			else if (addr == 2'd1)
				data_out <= bgcol_reg;
		end
	end
end
always @(*)
begin
	if (_vga_io == 0 && _wr == 1)
		data_out_en <= data_out;
	else
		data_out_en <= 8'bzzzzzzzz;
end
always @(*)
begin
	if (_char_bg == 0)
		dcol <= bgcol_reg;
	else
		dcol <= 8'bzzzzzzzz;
end
endmodule
==> flow/run.sh <==
#!/bin/bash
# OpenROAD 26Q1-2900-gdf79404cd8, Yosys 0.63+post, stock flow scripts
make -C /OpenROAD-flow-scripts/flow DESIGN_CONFIG=/design/flow/config.mk WORK_HOME=/design/flow/orfs finish
==> flow/config.mk <==
export PLATFORM = sky130hd
export DESIGN_NAME = VGAreg
export DESIGN_NICKNAME = VGAreg
export VERILOG_FILES = /design/flow/design.v
export SDC_FILE = /design/flow/constraint.sdc
export NUM_CORES = 4
export LEC_CHECK = 1
export CORE_AREA = 10 10 70 70
export DIE_AREA = 0 0 80 80
==> flow/constraint.sdc <==
current_design VGAreg

set clk_period 1.0
set clk_io_pct 0.2

create_clock -name clk0 -period $clk_period

set non_clock_inputs [all_inputs -no_clocks]
set_input_delay [expr $clk_period * $clk_io_pct] -clock clk0 $non_clock_inputs
set_output_delay [expr $clk_period * $clk_io_pct] -clock clk0 [all_outputs]
==> impl_metrics.json <==
{
  "syn-cell-area_um2": 610.6,
  "chipHeight_um": 80,
  "synth_cell_type_count": 16,
  "yosys_cells": 71,
  "syn_avg_cell_area_um2": 8.600,
  "outcome": "stopped before the end",
  "port_buffers": 11,
  "gp_congestion": 0.8151,
  "dp_cells": 123,
  "ctsHoldBuffers": 0,
  "num_rows": 21,
  "stop_stage": "4_1_cts",
  "postCtsSetupBuffers": 0,
  "yosys-stat-area_um2": 610.6,
  "untimed_endpoints": 31,
  "tool.error": "[error] [KeplerFormal.cpp:679] Workflow failed: Iso has multiple drivers: .data0, data[0]$_DLATCH_N_.Q0",
  "syn_inst": 71,
  "cts_resized": 2,
  "dieWidth_um": 80,
  "yosysWarnings": 17,
  "dp_hpwl_um": 1194,
  "post-place-ws_ps": -434.2,
  "unclocked_regs": 20,
  "io_pins": 28,
  "numSynthFlops": 20,
  "fp_util_pct": 17.88
}
[synthesized netlist by cell type (all sizes together)]
cell	count	area, µm²
a31oi	1	6.260
or2	1	8.760
nor2b	1	6.260
clkbuf	1	3.750
nor2	1	3.750
nor3	1	5.000
o21ai	6	30.03
nand2	6	22.52
dlxtn	20	300.3
o211ai	6	45.04
buf	11	90.08
inv	2	7.510
a21oi	3	15.01
and2	10	62.56
conb	1	3.750
[through the flow]
step           utilization (%)  power (mW)  hold slack, ps  instance area (µm²)
3_3_place_gp             20.81      0.1233            1331                710.7
3_5_place_dp             20.81      0.1236            1346                710.7
2_1_floorplan                -      0.1096           412.9                636.9
[kinds of logic after synthesis]
kind of cell           after synthesis  synth area share (%)
buffers and inverters               14                 16.60
latches                             20                 49.18
AOI/OAI and AO/OA                   16                 15.78
and+or+nand+nor                     20                 17.83
other                                1                0.6142
Power and IR drop assume default switching activity.
