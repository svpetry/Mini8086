--- ./design.v ---
module VGA(
		input clock,  
		input _vga_mem,  
		input [1:0]addr,  
		input _rd,  
		input _wr,  
		input _bhe,  
		input charpixel,  
		input plane,  
		input [1:0]mode,  
		output rdy,  
		output reg [3:0]_we_ram = 4'b1111,  
		output reg [3:0]_cs_ram = 4'b1111,  
		output _cpu_ram_addr,  
		output px_clk,  
		output reg [3:0]_oe_latch = 4'b1111,  
		output [3:0]chrow,  
		output _charmode,  
		output reg _char_bg = 1,  
		output reg latch_chr,  
		output reg latch_col,  
		output reg _pe_chpx = 1,  
		output reg _chr_to_col = 1,  
		output reg [3:0]_cpu_ram = 4'b1111,  
		output reg cpu_ram_dir,  
		output [14:0]ram_addr,  
		output hsync,  
		output reg vsync  
);
reg pixel_clk;
reg [9:0]hcount = 10'd0;
reg [9:0]vcount = 10'd0;
reg [1:0]int_mode;
reg int_plane;
reg [14:0]int_ram_addr = 15'd0;
reg [14:0]save_ram_addr;
reg load_chr_ram;
reg load_col_ram;
reg block_cpu = 0;
reg cpu_wait = 0;
wire hcount_ov;
wire vcount_ov;
wire vert_visible_area;
wire hori_visible_area;
wire mode_text;
wire mode_gra;
wire mode_320x200;
wire mode_320x400;
wire mode_640x200;
wire [2:0]chcol;
reg ram_addr_active = 0;
reg _wr_sync = 1;
reg _rd_sync = 1;
reg _vga_mem_sync = 1;
reg [1:0]addr_sync = 2'd0;
reg _bhe_sync = 1;
reg prev_wr_ram = 0;
reg wr_ram = 0;
reg [3:0]wr_delay = 4'd0;
parameter
	hpixel_end = 10'd799,
	vline_end = 10'd448,
	hsync_begin = 10'd704,
	hsync_end = 10'd799,
	vsync_begin = 10'd412,
   vsync_end = 10'd413,
	columns = 10'd640,
	lines = 10'd400,
	hvisible_begin = 10'd48,
	hvisible_end = 10'd688;
always @(posedge clock)
begin
	pixel_clk = ~pixel_clk;
end
assign px_clk = pixel_clk;
always @(posedge clock)
begin
	_rd_sync <= _rd;
	_wr_sync <= _wr;
	_vga_mem_sync <= _vga_mem;
	addr_sync <= addr;
	_bhe_sync <= _bhe;
end
always @(posedge pixel_clk)
begin
	if (hcount_ov)
		hcount <= 10'd0;
	else
		hcount <= hcount + 10'd1;
end
assign hcount_ov = (hcount == hpixel_end);
assign hori_visible_area = hcount >= hvisible_begin && hcount < hvisible_end;
always @(posedge pixel_clk)
begin
	if (hcount_ov)
	begin
		if (vcount_ov)
		begin
			vcount <= 10'd0;
			int_mode <= mode;
			int_plane <= plane;
		end
		else
			vcount <= vcount + 10'd1;
	end
end
assign vcount_ov = (vcount == vline_end);
assign vert_visible_area = vcount < lines;
assign hsync = ~((hcount >= hsync_begin) && (hcount <= hsync_end));
always @(hcount or vcount)
begin
	if (hcount == hvisible_begin)
	begin
		if (vcount == vsync_begin)
			vsync <= 1;
		if (vcount == vsync_end + 1)
			vsync <= 0;
	end
end
assign mode_text = (int_mode == 2'd0);
assign mode_gra = (int_mode != 2'd0);
assign mode_320x200 = (int_mode == 2'd1);
assign mode_320x400 = (int_mode == 2'd2);
assign mode_640x200 = (int_mode == 2'd3);
assign _charmode = ~mode_text;
assign chcol[2:0] = hcount[2:0];
assign chrow[3:0] = vcount[3:0];
always @(*)
begin
	latch_chr <= 0;
	latch_col <= 0;
	_cs_ram <= 4'b1111;
	_cpu_ram <= 4'b1111;
	_chr_to_col <= 1;
	_pe_chpx <= 1;
	load_chr_ram = 0;
	load_col_ram = 0;
	ram_addr_active <= 0;
	wr_ram <= 0;
	block_cpu = 0;
	cpu_wait = 0;
	if (vert_visible_area && 
		(mode_text && hcount >= hvisible_begin - 8 && hcount < hvisible_end
		|| mode_gra && hcount >= hvisible_begin - 4 && hcount < hvisible_end))
	begin
		if (mode_text)
		begin
			cpu_wait = hcount[3:0] >= 4'd2 && hcount[3:0] <= 4'd14;
			block_cpu = hcount[3:0] <= 4'd1 || hcount[3:0] >= 4'd12;
			load_chr_ram = hcount[3:0] == 4'd14;
			load_col_ram = hcount[3:0] == 4'd0;
			latch_chr <= hcount[3:0] == 4'd14;
			latch_col <= hcount[3:0] == 4'd0;
			_pe_chpx <= ~(hcount[3:0] == 4'd7 || hcount[3:0] == 4'd15);
		end
		else if (mode_320x200 || mode_320x400)
		begin
			cpu_wait = hcount[2:0] == 3'd0 || hcount[2:0] >= 3'd4;
			block_cpu = hcount[2:0] == 3'd0 || hcount[2:0] == 3'd7;
			load_chr_ram = hcount[2:0] == 3'd0 || hcount[2:0] == 3'd7 && pixel_clk == 0;
			load_col_ram = hcount[2:0] == 3'd0 || hcount[2:0] == 3'd7 && pixel_clk == 0;
			latch_chr <= hcount[2:0] == 3'd0;
			latch_col <= hcount[2:0] == 3'd0;
			_chr_to_col <= ~(hcount[1] == 1'b0) && hori_visible_area;
		end
		else if (mode_640x200)
		begin
			cpu_wait = 1;
			block_cpu = hori_visible_area;
			load_chr_ram = hcount[1:0] == 2'd0;
			load_col_ram = hcount[1:0] == 2'd0;
			latch_chr <= hcount[1:0] == 2'd0 || hcount[1:0] == 2'd3 && pixel_clk == 0;
			latch_col <= hcount[1:0] == 2'd0 || hcount[1:0] == 2'd3 && pixel_clk == 0;
			_chr_to_col <= ~(hcount[0] == 1'b0)  && hori_visible_area;
		end
		if (load_chr_ram)
		begin
			_cs_ram[0] <= 0;
			_cs_ram[2] <= 0;
			ram_addr_active <= 1;
		end
		if (load_col_ram)
		begin
			_cs_ram[1] <= 0;
			_cs_ram[3] <= 0;
			ram_addr_active <= 1;
		end
	end
	if (!load_chr_ram && !load_col_ram && _vga_mem_sync == 0 && !block_cpu)
	begin
		cpu_ram_dir <= _rd_sync;
		wr_ram <= _wr_sync == 0 ? 1'b1 : 1'b0;
		if (addr_sync[1] == 0)
		begin
			_cpu_ram[0] <= 0;
			_cpu_ram[1] <= 0;
			_cs_ram[0] <= addr_sync[0];
			_cs_ram[1] <= _bhe_sync;
		end
		else begin
			_cpu_ram[2] <= 0;
			_cpu_ram[3] <= 0;
			_cs_ram[2] <= addr_sync[0];
			_cs_ram[3] <= _bhe_sync;
		end
	end
end
always @(negedge clock)
begin
	_we_ram <= 4'b1111;
	if (wr_ram)
	begin
		wr_delay <= wr_delay << 1;
		wr_delay[0] <= prev_wr_ram == 0 ? 1'b1 : 1'b0;
		if (wr_delay[0])
		begin
			if (addr_sync[1] == 0)
			begin
				_we_ram[0] <= addr_sync[0];
				_we_ram[1] <= _bhe_sync;
			end
			else begin
				_we_ram[2] <= addr_sync[0];
				_we_ram[3] <= _bhe_sync;
			end
		end
	end
	else
		wr_delay <= 4'd0;
	prev_wr_ram <= wr_ram;
end
always @(negedge pixel_clk)
begin
	if (vcount_ov)
	begin
		if (mode_text || mode_320x200)
		begin
			int_ram_addr[13:0] <= 14'd0;
			int_ram_addr[14] <= int_plane;
		end
		else
			int_ram_addr <= 15'd0;
	end
	else if (vert_visible_area)
	begin
		if (hcount == 0)
		begin
			save_ram_addr <= int_ram_addr;
		end
		else if (hcount == hvisible_end + 8)
		begin
			if (mode_text)
			begin
				if (chrow != 4'b1111)
					int_ram_addr <= save_ram_addr;
			end
			else if (mode_320x200 || mode_640x200)
			begin
				if (vcount[0] == 1'b0)
					int_ram_addr <= save_ram_addr;
			end
		end
		else if (hori_visible_area)
		begin
			if (mode_text && hcount[3:0] == 4'd1
				|| (mode_320x200 || mode_320x400) && hcount[2:0] == 3'd1
				|| mode_640x200 && hcount[1:0] == 2'd1)
					int_ram_addr <= int_ram_addr + 15'd1;
		end
	end
end
always @(*)
begin
	if (mode_text)
	begin
		_oe_latch <= 4'b1111;
		_char_bg <= 1;
		if (vert_visible_area)
		begin
			if (hcount >= hvisible_begin - 4 && hcount < hvisible_end)
			begin
				_oe_latch[0] <= ~(hcount[3:0] == 4'd14 || hcount[3:0] == 4'd15);
				_oe_latch[2] <= ~(hcount[3:0] == 4'd6 || hcount[3:0] == 4'd7);
			end
			if (hori_visible_area)
			begin
				_oe_latch[1] <= ~(hcount[3] == 1'b0 && charpixel);
				_oe_latch[3] <= ~(hcount[3] == 1'b1 && charpixel);
				_char_bg <= charpixel;
			end
		end
	end
	else begin
		_oe_latch <= 4'b1111;
		_char_bg <= 1;
		if (hori_visible_area && vert_visible_area)
		begin
			if (mode_320x200 || mode_320x400)
			begin
				_oe_latch[0] <= ~(hcount[2:1] == 2'd0);
				_oe_latch[1] <= ~(hcount[2:1] == 2'd1);
				_oe_latch[2] <= ~(hcount[2:1] == 2'd2);
				_oe_latch[3] <= ~(hcount[2:1] == 2'd3);
			end
			else begin
				_oe_latch[0] <= ~(hcount[1:0] == 2'd0);
				_oe_latch[1] <= ~(hcount[1:0] == 2'd1);
				_oe_latch[2] <= ~(hcount[1:0] == 2'd2);
				_oe_latch[3] <= ~(hcount[1:0] == 2'd3);
			end
		end
	end
end
assign ram_addr = ram_addr_active ? int_ram_addr : 15'bz;
assign _cpu_ram_addr = ram_addr_active;
assign rdy = ~cpu_wait;
endmodule
--- ./constraint.sdc ---
current_design VGA

set clk_period 5.6
set clk_io_pct 0.2

create_clock -name clk0 -period $clk_period [get_ports {clock}]

set non_clock_inputs [all_inputs -no_clocks]
set_input_delay [expr $clk_period * $clk_io_pct] -clock clk0 $non_clock_inputs
set_output_delay [expr $clk_period * $clk_io_pct] -clock clk0 [all_outputs]
--- ./config.mk ---
export PLATFORM = sky130hd
export DESIGN_NAME = VGA
export DESIGN_NICKNAME = VGA
export VERILOG_FILES = /design/flow/design.v
export SDC_FILE = /design/flow/constraint.sdc
export NUM_CORES = 4
export LEC_CHECK = 1
export CORE_UTILIZATION = 50
--- ./run.sh ---
#!/bin/bash
# OpenROAD 26Q1-2900-gdf79404cd8, Yosys 0.63+post, stock flow scripts
make -C /OpenROAD-flow-scripts/flow DESIGN_CONFIG=/design/flow/config.mk WORK_HOME=/design/flow/orfs finish
==> notes.md <==
Summary of implementation figures.

Critical path
The number of buffer and inverter instances along the worst setup path is 1. The critical path's top delay family is buffers and inverters. The maximum fanout encountered on the critical timing path is 1. The worst setup path is of the reg -> out kind. The timing report shows that the slowest cell on the worst path is sky130_fd_sc_hd__clkdlybuf4s50_1. The largest stage delay on the critical path is between 400 and 500 ps. The critical path data required time is around 4500 ps. STA classifies the critical path startpoint as a flip-flop. The worst setup path is captured at an output pin.

The arrival time of data at the critical path endpoint is ~3900 ps. For reference, the critical path cell chain is clkdlybuf4s50_1.

Place
The placement report lists the number of port buffers as 57. The post-place instance area is 4220 um^2. The final weighted congestion of routability-driven global placement is about 0.89. Summed over all nets, the half-perimeter wirelength after detailed placement is approximately 5600 um.

STA
approximately 110 endpoints have no timing constraint. Setup repair after global routing left no endpoint under its margin. The slew check shows that the tightest pin keeps a relative margin of between 40% and 50%. The number of hold violations in the final report is 0.

The final worst clock skew is about 70 ps. The total setup violations reported at the end of the flow is 0. The slew at the pin closest to its max-slew limit is approximately 870 ps. The number of register pins that no clock reaches is ~55.

For reference, the final report shows the max-slew violation count at 0. The final setup TNS is 0 ps.

Logic synthesis
The post-synthesis share of cell area spent on full adders, half adders and majority gates is just over 4%. The biggest combinational cell group after synthesis is simple AND/OR/NAND/NOR gates. Counting distinct cell types in the post-synthesis netlist gives about 64. After synthesis, the mean cell area works out to 9.52 um^2. Counting instances in the post-synthesis netlist gives the leading cell types as 37 x sky130_fd_sc_hd__dfxtp_1, 31 x sky130_fd_sc_hd__nand2_1, 31 x sky130_fd_sc_hd__nor2_1. For reference, XOR and XNOR gates occupy 3.32% of the area reported after synthesis. The share of synthesized area spent on multiplexers is 1.08%. The cell count listed in synth_stat.txt is a little under 400.

The synthesis report lists the Yosys warning total as 2. The post-synthesis chip area from yosys is around 3700 um^2.

For reference, the top cells by area after synthesis are sky130_fd_sc_hd__edfxtp_1 24%, sky130_fd_sc_hd__dfxtp_1 20%, sky130_fd_sc_hd__ha_1 4.1%, sky130_fd_sc_hd__nand2_1 3.2%, sky130_fd_sc_hd__nor2_1 3.2%. Sorting the synthesis cell report by count puts at the top sky130_fd_sc_hd__dfxtp_1. The synthesized design contains 29 enable-type register cells. The compound-gate portion of the synthesized area is 16.4%. The mapped cell area is roughly 3700 um^2. After synthesis, the largest area contributor takes up 23.6% of total cell area. The top cell type by total area after synthesis is sky130_fd_sc_hd__edfxtp_1.

The dominant synthesized flop cell is sky130_fd_sc_hd__dfxtp_1. The simple-gate area share of the yosys netlist is 24.1%. Counting flops and latches in the post-synthesis netlist gives about 70. The async set or reset register ratio after synthesis is 0%.

The gate count of the mapped netlist is between 300 and 400.

Power and ir drop
In this run the VDD rail shows a maximum IR drop of ~0.24 mV. The internal power contribution is around 0.00017 W. The fraction of power consumed by sequential logic is a little under half. The script computed a power per unit cell area of 50.0 nW/um^2. Per the OpenROAD power report, leakage power amounts to between 1 and 1.5 nW. In this run, the clock network consumes a little under half of the power.

The relative contribution of combinational cells to total power is 8.3%. The switching portion of total power comes to roughly 22%. The switching power of the nets is around 0.000048 W.

Clocking
For reference, the clock transition at the flip-flops on the worst setup and hold paths is 40 ps. Looking at the clock tree report, the H-tree level count equals 1. Post-CTS repair changed the size of 0 cells. TritonCTS built the clock tree.

The root cell of the clock tree is sky130_fd_sc_hd__clkbuf_8. CTS added clock buffers totalling 3. Counting along the longest clock path gives a buffer depth of 2.

The total of hold buffers inserted after clock tree synthesis is 0. The later pin in the worst-skew pair is clocked with a latency of between 300 and 400 ps. The buffer count from post-CTS setup fixing is 0.

Finish
The tally of filler cells in the layout is 635. After routing the design area is approximately 4300 um^2. The flow measured a signed area growth from synthesis to layout of 16.0%. The layout summary lists the proportion of cells stronger than drive strength 1 as 5.59%.

Floorplanning
The full die area is between 7000 and 8000 um^2. The core region is 6980 um^2. During I/O placement, the number of pins put on the boundary was 58. The report lists the number of standard-cell rows as 30. The die is 88.0 um tall. The floorplan-stage core utilization is 52.9%. According to the floorplan report, the die width is around 88 um.

Global route
The largest net degree at the start of global routing is 33. The total grt overflow is 0. The via count of the first global-routing pass was 2637. The number of antenna violations at the first check in global routing is 0.

The global router's overall resource usage is a little over a fifth. The first global-routing pass estimated 12800 um of wire.

Status
The run finished with clean final reports.

Route
The first-pass iteration count of the detailed router is 4. The average vias per placed instance is around 5.7. The total vias in the final route is between 2000 and 3000. After the first detailed-routing iteration, the DRC count stood at roughly 140. The detailed router put a total of between 3000 and 4000 um of wire on met1. The routed design uses ~560 um of met3 wire.

In the post-route report, total wirelength is listed as about 7800 um. Detailed routing placed a total of 3460 um of wire on met2. Per the post-route antenna check, the number of violating nets is 0.

The final routed DRC violation total is 0. The number of antenna cells inserted is 0. The top metal layer carrying routed signals is met4. The wire length per cell is 14.9 um.

Job
The tally of max-capacitance violations is 0. The stage logs contain a warning count of 39.

Hold path
The type of the worst min-delay path is reg -> reg.
layout make-up:
type,instances,area [um^2],share of cell area (%)
clock buffers,4,45.0,1.05
well taps,96,120,2.80
inverters,15,56.3,1.31
flip-flops and latches,68,1640,38.3
clock inverters,6,22.5,0.526
multi-input cells,276,1810,42.2
repair buffers,60,593,13.8
power by group through the flow:
stage	clock network [W]	registers, W	logic [W]
after CTS	0.000100	0.0000994	0.0000181
final	0.0000969	0.0000994	0.0000179
after global routing	0.000109	0.0000998	0.0000197
through the flow:
stage	hold slack, ps	util (%)	power (W)	std cells	worst slack (ps)
floorplan	367	-	0.000114	388	695
global placement	376	60.5	0.000127	516	940
detailed placement	384	60.5	0.000126	516	908
CTS	386	61.4	0.000218	525	609
global route	412	61.4	0.000228	525	565
finish	380	61.4	0.000214	525	625
path summary, 6_finish.rpt:
kind | from | to | slack [ps] | cells after the start
worst max register to register | pixel_clk$_DFF_P_ | _we_ram[0]$_SDFF_NP1_ | 960 | 7
worst min-delay path | prev_wr_ram$_DFF_N_ | wr_delay[0]$_SDFF_NN0_ | 380 | 1
worst max-delay path | _we_ram[2]$_SDFF_NN1_ | _we_ram[2] | 630 | 1
worst min register to register | prev_wr_ram$_DFF_N_ | wr_delay[0]$_SDFF_NN0_ | 380 | 1
cell families (layout without fill, tap and decap cells):
| family | Yosys count | in the layout |
|---|---|---|
| DFF | 66 | 66 |
| AOI/OAI and AO/OA | 87 | 87 |
| and+or+nand+nor | 159 | 159 |
| muxes | 4 | 4 |
| latches | 2 | 2 |
| adders and majority gates | 12 | 12 |
| xor gates and xnor gates | 14 | 14 |
| buffers and inverters | 44 | 85 |
worst register-to-register path, cell delays in order, from the launching register on:
cell                      delay [ps]
sky130_fd_sc_hd__dfxtp_1         300
sky130_fd_sc_hd__buf_4           250
sky130_fd_sc_hd__inv_1            90
sky130_fd_sc_hd__a31o_2          240
sky130_fd_sc_hd__o221a_2         270
sky130_fd_sc_hd__o21a_2          160
sky130_fd_sc_hd__nor3_4          310
sky130_fd_sc_hd__nand3_1         140
placed cells by master, fill, tap and decap left out, types with 2 or more instances in the layout:
cell type	n
sky130_fd_sc_hd__nor4_4	3
sky130_fd_sc_hd__nor3_1	13
sky130_fd_sc_hd__inv_1	20
sky130_fd_sc_hd__clkbuf_8	3
sky130_fd_sc_hd__xor2_1	4
sky130_fd_sc_hd__nand2_1	31
sky130_fd_sc_hd__o22ai_1	8
sky130_fd_sc_hd__or4_1	2
sky130_fd_sc_hd__dfxtp_1	37
sky130_fd_sc_hd__and2_1	9
sky130_fd_sc_hd__clkdlybuf4s50_1	57
sky130_fd_sc_hd__and4_1	3
sky130_fd_sc_hd__and3_1	6
sky130_fd_sc_hd__nor4_1	4
sky130_fd_sc_hd__edfxtp_1	29
sky130_fd_sc_hd__nand2b_1	3
sky130_fd_sc_hd__xnor2_1	10
sky130_fd_sc_hd__a21o_1	3
sky130_fd_sc_hd__nand4_1	6
sky130_fd_sc_hd__o2bb2ai_1	6
sky130_fd_sc_hd__a32oi_1	2
sky130_fd_sc_hd__o21a_1	5
sky130_fd_sc_hd__a32o_1	2
sky130_fd_sc_hd__o221a_2	2
sky130_fd_sc_hd__o211ai_1	5
sky130_fd_sc_hd__ha_1	12
sky130_fd_sc_hd__mux2i_1	4
sky130_fd_sc_hd__nor3b_1	3
sky130_fd_sc_hd__nand3_1	23
sky130_fd_sc_hd__a211oi_1	3
sky130_fd_sc_hd__o21ai_0	16
sky130_fd_sc_hd__a31oi_1	5
sky130_fd_sc_hd__a21oi_1	17
sky130_fd_sc_hd__nor2b_1	11
sky130_fd_sc_hd__buf_4	3
sky130_fd_sc_hd__nor2_1	31
metal layers:
layer,vias up,global-route usage (%)
met3,5,2.58
met5,-,0
li1,1492,-
met4,0,1.49
met1,1382,36.5
met2,97,32.5
state kept, by name, summed over array words and instances, names as in the netlist, 2 cells and up:
signal         count
int_ram_addr      15
int_mode           2
addr_sync          2
hcount            10
save_ram_addr     15
vcount            10
_we_ram            4
Power is estimated from default activity; no workload was simulated.
